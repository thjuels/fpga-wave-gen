`flow/design.v`:
```
module seven_seg_controller (
    input  wire        clk,
    input  wire        rst_n,
    input  wire [19:0] value,       
    input  wire [3:0]  mode,        
    input  wire [2:0]  cursor,      
    output reg  [6:0]  seg,         
    output reg  [3:0]  an,          
    output reg         dp           
);
    parameter REFRESH_DIVIDER = 100000;
    reg [16:0] refresh_counter;
    reg [1:0]  digit_select;
    always @(posedge clk or negedge rst_n) begin
        if (!rst_n) begin
            refresh_counter <= 17'd0;
            digit_select <= 2'd0;
        end else begin
            if (refresh_counter >= REFRESH_DIVIDER - 1) begin
                refresh_counter <= 17'd0;
                digit_select <= digit_select + 1'b1;
            end else begin
                refresh_counter <= refresh_counter + 1'b1;
            end
        end
    end
    reg [3:0] digit0, digit1, digit2, digit3, digit4, digit5;
    reg [23:0] bcd_temp;  
    integer j;
    always @(*) begin
        bcd_temp = 24'd0;
        for (j = 19; j >= 0; j = j - 1) begin
            if (bcd_temp[3:0] >= 5)   bcd_temp[3:0]   = bcd_temp[3:0] + 4'd3;
            if (bcd_temp[7:4] >= 5)   bcd_temp[7:4]   = bcd_temp[7:4] + 4'd3;
            if (bcd_temp[11:8] >= 5)  bcd_temp[11:8]  = bcd_temp[11:8] + 4'd3;
            if (bcd_temp[15:12] >= 5) bcd_temp[15:12] = bcd_temp[15:12] + 4'd3;
            if (bcd_temp[19:16] >= 5) bcd_temp[19:16] = bcd_temp[19:16] + 4'd3;
            if (bcd_temp[23:20] >= 5) bcd_temp[23:20] = bcd_temp[23:20] + 4'd3;
            bcd_temp = {bcd_temp[22:0], value[j]};
        end
        digit0 = bcd_temp[3:0];
        digit1 = bcd_temp[7:4];
        digit2 = bcd_temp[11:8];
        digit3 = bcd_temp[15:12];
        digit4 = bcd_temp[19:16];
        digit5 = bcd_temp[23:20];
    end
    reg [3:0] current_digit;
    always @(*) begin
        case (digit_select)
            2'd0: current_digit = digit0;
            2'd1: current_digit = digit1;
            2'd2: current_digit = digit2;
            2'd3: current_digit = digit3;
        endcase
    end
    always @(*) begin
        case (digit_select)
            2'd0: an = 4'b1110;
            2'd1: an = 4'b1101;
            2'd2: an = 4'b1011;
            2'd3: an = 4'b0111;
        endcase
    end
    always @(*) begin
        case (current_digit)
            4'd0: seg = 7'b1000000;   
            4'd1: seg = 7'b1111001;   
            4'd2: seg = 7'b0100100;   
            4'd3: seg = 7'b0110000;   
            4'd4: seg = 7'b0011001;   
            4'd5: seg = 7'b0010010;   
            4'd6: seg = 7'b0000010;   
            4'd7: seg = 7'b1111000;   
            4'd8: seg = 7'b0000000;   
            4'd9: seg = 7'b0010000;   
            4'd10: seg = 7'b0001000;  
            4'd11: seg = 7'b0000011;  
            4'd12: seg = 7'b1000110;  
            4'd13: seg = 7'b0100001;  
            4'd14: seg = 7'b0000110;  
            4'd15: seg = 7'b0001110;  
        endcase
    end
    always @(*) begin
        case (mode)
            4'd0: begin  
                if (digit_select == cursor[1:0] && cursor < 3'd4)
                    dp = 1'b0;  
                else
                    dp = 1'b1;
            end
            4'd1: dp = 1'b1;   
            4'd2: dp = 1'b1;   
            4'd3: dp = (digit_select == 2'd1) ? 1'b0 : 1'b1;   
            4'd4: dp = (digit_select == 2'd1) ? 1'b0 : 1'b1;   
            default: dp = 1'b1;
        endcase
    end
endmodule
```
`flow/run.sh`:
```
#!/bin/bash
# OpenROAD 26Q1-2900-gdf79404cd8, Yosys 0.63+post, stock flow scripts
make -C /OpenROAD-flow-scripts/flow DESIGN_CONFIG=/design/flow/config.mk WORK_HOME=/design/flow/orfs finish
```
`flow/config.mk`:
```
export PLATFORM = sky130hd
export DESIGN_NAME = seven_seg_controller
export DESIGN_NICKNAME = seven_seg_controller
export VERILOG_FILES = /design/flow/design.v
export SDC_FILE = /design/flow/constraint.sdc
export NUM_CORES = 4
export LEC_CHECK = 1
export CORE_UTILIZATION = 40
```
`flow/constraint.sdc`:
```
current_design seven_seg_controller

set clk_period 28.1
set clk_io_pct 0.2

create_clock -name clk0 -period $clk_period [get_ports {clk}]

set non_clock_inputs [all_inputs -no_clocks]
set_input_delay [expr $clk_period * $clk_io_pct] -clock clk0 $non_clock_inputs
set_output_delay [expr $clk_period * $clk_io_pct] -clock clk0 [all_outputs]
```
==> job_summary.md <==
## PnR job results

| Metric | Value |
|---|---|
| Layout cells sized above 1 | `0.1380` |
| GRT Overall Usage | `0.1981` |
| Chip Width | `154.5 µm` |
| Crit Path Class | `primary input to primary output` |
| CP most frequent cell | `ha_1` |
| Num CTS Buffers | `3` |
| IO Pins | `41` |
| Crit-path max FO | `8` |
| Reg-to-reg endpoint | `digit_select[1]` |
| Dpl ws | `-261.1 ps` |
| Worst Hold Class | `flop to flop` |
| Vias in the first global route | `8936` |
| Yosys Instances | `1340` |
| Worst EP arrival | `21470 ps` |
| Number of DRC markers in iteration 0 | `796` |
| Worst Setup End Kind | `primary output` |
| Avg Vias per Cell | `6.257` |
| Port Buffers | `40` |
| Max-Cap Viols | `0` |
| And+or+nand+nor area frac | `0.2846` |
| Finish-stage setup viols | `0` |
| Min Tclk post-route | `27090 ps` |
| Mux share | `0.05609` |
| Yosys adder share | `0.07115` |
| Status | `completed` |
| Max_slew headroom | `0.4804` |
| Initial Util | `0.4096` |
| Detail Route Antenna Nets | `0` |
| Top-area cell share | `0.06994` |
| Routed via count | `10356` |
| Cell Rows | `55` |
| Crit-path leading delay family | `AND-OR/OR-AND gates` |
| Post-DR wirelength/cell | `14.63 µm` |
| # diodes | `0` |
| Insertion Delay late pin | `240 ps` |
| WP depth | `78` |
| H-tree levels | `1` |
| Final instance area | `0.01046 mm²` |
| Fin Setup TNS | `0 ps` |
| Required time worst endpoint | `22480 ps` |
| CP startpoint | `value[18]` |
| Post-synth EDFFs | `0` |
| Worst r2r src | `refresh_counter[4]` |
| Synth Seq Share | `0.05111` |
| Placed cell areas | `0.009930 mm²` |
| Async S/R FF share, synth | `1.000` |
| Core Region | `0.02271 mm²` |
| Overflow after GRT | `0` |
| Yosys top cell by area | `ha_1` |
| Post-synth regs | `19` |
| Synth Cell Area | `0.009303 mm²` |
| Num Clock Sinks | `19` |
| CTS tree | `yes` |
| Clock transition at the registers of the reported paths | `50 ps` |
| Slowest CP cell | `clkdlybuf4s50_1` |
| Final Cycle Share | `0.9642` |
| Routed wire length | `24.21 mm` |
| Pre-Repair DR Iteration Count | `5` |
| Tool Warnings | `41` |
| Top logic family | `AND-OR/OR-AND gates` |
| Min-Delay Startpoint | `refresh_counter[0]` |
| Xor/xnor share | `0.04398` |
| Die height | `154.5 µm` |
| Critical Path End | `seg[3]` |
| Final setup skew | `1.369 ps` |
| R2R depth | `8` |
| Final Hold Viols | `0` |
| Initial antenna violation count | `0` |
| First-pass GRT wire length | `41.41 mm` |
| Distinct cells, synth | `119` |
| Startpoint types | `primary input` |
| YS chip area | `0.009303 mm²` |
| Syn Inst Count | `1340` |
| Maximum clock frequency | `36.91 MHz` |
| Slowest stage delay, CP | `490 ps` |
| Final GP Congestion | `0.9193` |
| Worst-Margin Slew | `773.8 ps` |
| Dpl hpwl | `18.02 mm` |
| AND-OR/OR-AND Cells, Area Fraction | `0.4359` |
| Mapped Avg Cell Area | `6.942 µm²` |
| Top_reg_cell synth | `dfrtp_1` |
| Chip Area | `0.02387 mm²` |
| Clk buf depth | `2` |
| R2R setup slack | `25790 ps` |
| Top cells, area | `ha_1 7.0%, dfrtp_1 5.1%, nor2_1 5.0%` |
| Fill cell count | `2250` |
| Final max-slew violation count | `0` |
| Layout area overhead | `12.41%` |
| Largest net degree at the start of global routing | `21` |
| Yosys warns | `1` |
| CP bufs+invs | `13` |
| Finished Core Util | `0.4605` |
| Drt drc | `0` |
| CTS root buf | `clkbuf_16` |
| Final worst setup slack | `1007 ps` |
-- registers in the layout, indices dropped and copies added, names as in the netlist --
name             cells
digit_select         2
refresh_counter     17
-- how the worst min path moves through the flow --
| stage | to | slack (ps) | cells after the start |
|---|---|---|---|
| 4_1_cts | refresh_counter[0] | 480 | 1 |
| 5_1_grt | refresh_counter[0] | 500 | 1 |
| 6_report | refresh_counter[0] | 480 | 1 |
-- final cells by class --
type | count | area, µm² | share of cell area
flip-flops and latches | 19 | 475.5 | 0.04547
inverters | 73 | 274.0 | 0.02620
repair buffers | 80 | 700.7 | 0.06700
multi-input cells | 1194 | 8572 | 0.8197
well taps | 285 | 356.6 | 0.03410
clock buffers | 4 | 78.83 | 0.007538
-- worst reg2reg max path, cell delays in order (launching register included) --
cell and delay, ps:
dfrtp_1 390, and3_1 230, and3_1 250, a2111o_1 390, a21oi_1 140, o21ai_0 110, and3_1 430, nand2_1 150
o21ai_0 80
-- metal layers --
metal / track usage / vias up / wire length (µm)
li1: - / 5313 / -
met1: 0.3070 / 4811 / 12490
met2: 0.3226 / 230 / 10760
met3: 0.007135 / 2 / 948
met4: 0.005658 / 0 / 13
met5: 0 / - / 0
-- per-stage QoR --
step                instances  hold slack, ps
CTS                      1631           479.4
global route             1655           495.2
floorplan                1340           447.3
detailed placement       1627           472.6
global placement         1627           465.7
finish                   1655           476.3
-- synth_stat cells, types with 19 or more instances --
library cell / number
clkbuf_1: 30
inv_1: 65
ha_1: 52
nand4_1: 20
xnor2_1: 23
o21ai_0: 59
a211oi_1: 22
o21ai_1: 21
nor2_1: 124
o31ai_1: 20
nand2_1: 106
mux2i_1: 33
a21o_1: 22
nand2b_1: 24
or3_1: 19
nand3_1: 58
a21oi_1: 80
o21a_1: 20
dfrtp_1: 19
nor3_1: 59
a31oi_1: 27
o211ai_1: 38
-- repair_timing --
action,CTS,global route
endpoints found under the setup margin,7,7
hold buffers,0,0
gates resized,10,47
pin swaps,1,15
cloned,0,1
buffers inserted,0,23
-- cell usage in the layout, fill, tap and decap left out, types with 19 or more instances in the layout --
| master | instances |
|---|---|
| a21oi_1 | 76 |
| o21ai_0 | 56 |
| nand4_1 | 20 |
| mux2i_1 | 30 |
| nand3_1 | 58 |
| nand2b_1 | 23 |
| buf_4 | 40 |
| nor3_1 | 59 |
| o21a_1 | 20 |
| xnor2_1 | 21 |
| o21ai_1 | 20 |
| a21o_1 | 21 |
| nand2_1 | 106 |
| dfrtp_1 | 19 |
| ha_1 | 45 |
| o211ai_1 | 38 |
| clkdlybuf4s50_1 | 40 |
| nor2_1 | 122 |
| inv_1 | 64 |
| a211oi_1 | 21 |
| a31oi_1 | 25 |
-- logic make-up (layout without fill, tap and decap cells) --
family | after synthesis | in the layout
flip-flops | 19 | 19
buffers and inverters | 128 | 157
AND/OR/NAND/NOR | 516 | 516
adder cells (fa/ha/maj) | 53 | 53
XOR/XNOR | 41 | 41
AND-OR/OR-AND | 534 | 535
multiplexers | 49 | 49
